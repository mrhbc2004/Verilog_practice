**run.sh**
```bash
#!/bin/bash
# OpenROAD 26Q1-2900-gdf79404cd8, Yosys 0.63+post, stock flow scripts
make -C /OpenROAD-flow-scripts/flow DESIGN_CONFIG=/design/flow/config.mk WORK_HOME=/design/flow/orfs finish
```
**config.mk**
```make
export PLATFORM = sky130hd
export DESIGN_NAME = MUL_top
export DESIGN_NICKNAME = MUL_top
export VERILOG_FILES = /design/flow/design.v
export SDC_FILE = /design/flow/constraint.sdc
export NUM_CORES = 4
export LEC_CHECK = 1
export CORE_UTILIZATION = 40
```
**constraint.sdc**
```tcl
current_design MUL_top

set clk_period 7.3
set clk_io_pct 0.2

create_clock -name clk0 -period $clk_period [get_ports {clk}]

set non_clock_inputs [all_inputs -no_clocks]
set_input_delay [expr $clk_period * $clk_io_pct] -clock clk0 $non_clock_inputs
set_output_delay [expr $clk_period * $clk_io_pct] -clock clk0 [all_outputs]
```
**design.v**
```verilog
module MUL_top(
    input clk, start,
    input [15:0] data_in,
    output done,
    output [15:0] product
);
    wire eqz, ldA, ldB, ldP, clrP, decB;
    MUL_datapath DP(eqz, ldA, ldB, ldP, clrP, decB, data_in, clk, product);
    controller CON(ldA, ldB, ldP, clrP, decB, done, clk, eqz, start);
endmodule
module MUL_datapath(
    output eqz,
    input ldA, ldB, ldP, clrP, decB,
    input [15:0] data_in,
    input clk,
    output [15:0] product
);
    wire [15:0] X, Y, Z, Bout, Bus;
    assign Bus = data_in;
    assign product = Y;
    PIPO1 A(X, Bus, ldA, clk);
    PIPO2 P(Y, Z, ldP, clrP, clk);
    CNTR B(Bout, Bus, ldB, decB, clk);
    ADD AD(Z, X, Y);
    EQZ COMP(eqz, Bout);
endmodule
module PIPO1(output reg [15:0] dout, input [15:0] din, input ld, clk);
    always @(posedge clk)
        if(ld) dout <= din;
endmodule
module ADD(output reg [15:0] out, input [15:0] in1, in2);
    always @(*) out = in1 + in2;
endmodule
module PIPO2(output reg [15:0] dout, input [15:0] din, input ld, clr, clk);
    always @(posedge clk) begin
        if(clr) dout <= 16'b0;
        else if(ld) dout <= din;
    end
endmodule
module EQZ(output eqz, input [15:0] data);
    assign eqz = (data == 16'd1);
endmodule
module CNTR(output reg [15:0] dout, input [15:0] din, input ld, dec, clk);
    always @(posedge clk) begin
        if(ld) dout <= din;
        else if(dec) dout <= dout - 1;
    end
endmodule
module controller(
    output reg ldA, ldB, ldP, clrP, decB, done,
    input clk, eqz, start
);
    reg [2:0] state;
    parameter S0=3'b000, S1=3'b001, S2=3'b010, S3=3'b011, S4=3'b100;
    initial begin
        state = S0;
        ldA=0; ldB=0; ldP=0; clrP=0; decB=0; done=0;
    end
    always @(posedge clk) begin
        case(state)
            S0: if(start) state <= S1;
            S1: state <= S2;
            S2: state <= S3;
            S3:  begin if(eqz) state <= S4; else state<=S3; end
            S4: state <= S4;
            default: state <= S0;
        endcase
    end
    always @(*) begin
        ldA=0; ldB=0; ldP=0; clrP=0; decB=0; done=0;  
        case(state)
            S0: ;                                 
            S1: ldA=1;                            
            S2: begin ldB=1; clrP=1; end          
            S3: begin ldP=1; if(!eqz) decB=1; end          
            S4: done=1;                           
        endcase
    end
endmodule
```
==> results.toml <==
# synthesis and place-and-route metrics
[outcome]
status = "completed"

[worst_setup_path]
worstPathRequired_ns = 5.84
worstSetupPathType = "flip-flop to output pin"
critical_path.startpoint_type = "flip-flop"
end_kind = "output pin"
crit_arrival_ns = 1.72
path_max_fanout = 11

[detailed_routing]
route.top_layer_used = "met4"
postRouteAntennaNets = 0
drc = 0
wl_met1_um = 2823
avgViaCountPerCell = 5.254
antenna_cells = 0
wl_per_cell_um = 13.86
first_pass_iters = 4
wl_met3_um = 200
dr_wl_met2_um = 2692
drt_iter0_drc = 89
vias = 2191
wl_um = 5778

[synth]
mappedNetlistArea_mm2 = 0.002872
seq_area_frac_synth_pct = 47.76
yosys-stat-area_mm2 = 0.002872
syn_area_per_cell_um2 = 10.08
async_flop_share_pct = 0
synth_cell_types = 47
yosysWarnings = 5
yosys_cells = 285
synth_flops = 51
synth_cells = 285
ff_type = "edfxtp_1"
edf_count = 35

[timing]
setup_viol = 0
max-slew-margin-rel_pct = 66.26
worst_slew_pin_slew_ns = 0.5015
period_used_pct = 43.51
max_freq_ghz = 0.3148
tns_ns = 0
hold_viol = 0
slew_violations = 0
layout_min_cycle_time_ns = 3.176
clock_skew_ns = 0.007651
fin_ws_ns = 4.124
rsz0062_at_grt = "no"

[final_layout]
syn2layout_area_growth_pct = 19.26
fill_cells = 628
layout.cells.most_common = "nand2_1"
layout.cells.non_filler = 417
drive_gt1_share_pct = 5.296
lay_top_cells = "nand2_1 (44), edfxtp_1 (35), clkdlybuf4s50_1 (34)"

[clock_network]
cts_htree_levels = 2
cts_root_buffer = "clkbuf_8"
cts_made_buffers = 5
cts_tree = "built"
worstSkewPairLatency_ns = 0.30
cts.sinks = 51
clockBufferDepth = 2
path_clk_slew_ns = 0.10
cts_resized = 0
postCtsSetupBuffers = 0
cts_hold_buf = 0

[grt]
gr-total-overflow = 0
grt_pass1_wl_um = 9846
grtUsageTotal_pct = 17.77
grt_pass1_vias = 2127
grt_max_degree = 32
antenna_found_initial = 0

[placement]
dp_slack_ns = 4.451
io_buffers = 34
place_inst = 409
gp_congestion = 0.8832
hpwl_um = 4342

[pwr]
p_leak_uw = 0.001246
power_density_mw_per_mm2 = 369.4
max-vdd-ir-drop_mv = 0.1408
power_uw = 1265

[floorplan]
ioPinCount = 35
initCoreUtil_pct = 41.80
core_area_mm2 = 0.006869
chipWidth_um = 86.73
rows = 30
die_area_mm2 = 0.007521
die_y_um = 86.73

[flow_run]
warnings = 26
cap_violations = 0

[worst_hold_path]
hold_class = "flip-flop to flip-flop"
## Yosys cell counts (2+ instances only)
cell type | count | area share (%)
a211oi_1 | 6 | 1.6
a21o_1 | 8 | 2.1
a21oi_1 | 8 | 1.4
and2_1 | 2 | 0.44
buf_1 | 2 | 0.26
buf_2 | 3 | 0.52
clkbuf_1 | 5 | 0.65
dfxtp_1 | 16 | 11
edfxtp_1 | 35 | 37
ha_1 | 17 | 7.4
inv_1 | 5 | 0.65
mux2i_1 | 2 | 0.70
nand2_1 | 44 | 5.8
nand2b_1 | 2 | 0.44
nand3_1 | 6 | 1.0
nand4_1 | 3 | 0.65
nor2_1 | 19 | 2.5
nor3_1 | 7 | 1.2
nor4_1 | 5 | 1.1
o211ai_1 | 6 | 1.6
o21a_1 | 3 | 0.78
o21ai_0 | 26 | 4.5
o31ai_1 | 8 | 2.1
o41ai_1 | 3 | 0.92
or3_1 | 2 | 0.44
xnor2_1 | 13 | 4.0
xor2_1 | 9 | 2.7
## power by group
part           leakage [uW]  internal, uW  switching [uW]
clock             0.0000474          77.6            96.7
sequential         0.000480           428            89.8
combinational      0.000719           308             265
total               0.00125           813             452
## path summary, 6_finish.rpt
path	depth (start not counted)	end	from	slack (ns)
setup reg to reg	8	DP.P.dout[12]$_SDFFE_PP0N_	DP.A.dout[0]$_DFFE_PP_	4.82
hold reg to reg	2	DP.P.dout[0]$_SDFFE_PP0N_	DP.P.dout[0]$_SDFFE_PP0N_	0.47
hold / removal	2	DP.P.dout[0]$_SDFFE_PP0N_	DP.P.dout[0]$_SDFFE_PP0N_	0.47
setup / recovery	3	done	CON.state[0]$_DFFE_PP_	4.12
## logic make-up (layout without fill, tap and decap cells)
family / Yosys count / count (layout) / share of synthesized area [%]
and+or+nand+nor: 98 / 98 / 16.21
DFF: 51 / 51 / 47.76
adders and majority gates: 18 / 18 / 8.104
xor gates and xnor gates: 22 / 22 / 6.710
AOI/OAI and AO/OA: 79 / 79 / 18.43
muxes: 2 / 2 / 0.6972
buffers and inverters: 15 / 51 / 2.092
## flip-flops by register name, indices dropped and copies added, names as in the netlist
register / count
DP.A.dout: 16
DP.P.dout: 16
CON.state: 3
DP.B.dout: 16
## worst max-delay path: stages (launching register included)
cell and delay [ns]:
edfxtp_1 0.55, nor2_1 0.22, and2_1 0.17, clkdlybuf4s50_1 0.47
## metal layers
| metal | vias up | track usage [%] |
|---|---|---|
| li1 | 1134 | - |
| met1 | 1009 | 26.62 |
| met2 | 41 | 29.37 |
| met3 | 7 | 3.575 |
| met4 | 0 | 1.515 |
| met5 | - | 0 |
## through the flow
| step | hold slack (ns) | util, % | instance area (um2) |
|---|---|---|---|
| 6_report | 0.4696 | 49.85 | 3425 |
| 5_1_grt | 0.4989 | 49.85 | 3425 |
| 4_1_cts | 0.4709 | 49.85 | 3425 |
| 3_5_place_dp | 0.4556 | 48.42 | 3326 |
| 3_3_place_gp | 0.4470 | 48.42 | 3326 |
| 2_1_floorplan | 0.4223 | - | 2872 |
## layout make-up
cell class | instances | area (um2) | share of cell area [%]
clock inverter | 2 | 16.27 | 0.4750
clock buffer | 6 | 82.58 | 2.411
multi-input combinational | 219 | 1445 | 42.20
tap | 96 | 120.1 | 3.507
sequential | 51 | 1371 | 40.04
timing repair buffer | 38 | 370.4 | 10.81
inverter | 5 | 18.77 | 0.5480
Power and IR drop assume default switching activity.
